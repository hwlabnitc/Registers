==> flow/design.v <==
module regfile2(clk,read,write,read_port_1,read_port_2,write_port_1,in,out1,out2);
input clk,read,write;
input [2:0] read_port_1,read_port_2,write_port_1;
input [7:0] in;
output reg [7:0] out1,out2;
reg [7:0] k [7:0];
always @(posedge clk)
begin
if(read==1)
begin
	out1<=k[read_port_1];
	out2<=k[read_port_2];
end
else if(read==0 && write==1)
begin
	k[write_port_1]<=in;
	out1<='bx;
	out2<='bx;
end
else
begin
	out1<='bx;
	out2<='bx;
end
end
endmodule
==> flow/run.sh <==
#!/bin/bash
# OpenROAD 26Q1-2900-gdf79404cd8, Yosys 0.63+post, stock flow scripts
make -C /OpenROAD-flow-scripts/flow DESIGN_CONFIG=/design/flow/config.mk WORK_HOME=/design/flow/orfs finish
==> flow/config.mk <==
export PLATFORM = sky130hd
export DESIGN_NAME = regfile2
export DESIGN_NICKNAME = regfile2
export VERILOG_FILES = /design/flow/design.v
export SDC_FILE = /design/flow/constraint.sdc
export NUM_CORES = 4
export LEC_CHECK = 1
export CORE_UTILIZATION = 40
==> flow/constraint.sdc <==
current_design regfile2

set clk_period 3.6
set clk_io_pct 0.2

create_clock -name clk0 -period $clk_period [get_ports {clk}]

set non_clock_inputs [all_inputs -no_clocks]
set_input_delay [expr $clk_period * $clk_io_pct] -clock clk0 $non_clock_inputs
set_output_delay [expr $clk_period * $clk_io_pct] -clock clk0 [all_outputs]
==> metrics.cfg <==
[run_status]
outcome = finished clean

[final_timing]
hold_violations = 0
setup_slack_ps = 1470
setup_viol = 0
period_minus_slack_ps = 2130
slew_violations = 0
worst_pin_slew_ps = 743
finalCritPeriodShare_pct = 59.2
grt_setup_unrepaired = false
slew_headroom_pct = 50.3
max_freq_mhz = 469
fin_tns_setup_ps = 0
fin_skew_ps = 6.56
whs_ps = 698

[synthesis]
yosys_area_um2 = 3400
top_cell_area_share_pct = 56.4
synth_area_um2 = 3400
topCellsByArea = edfxtp_1 (56%), mux4_1 (22%), dfxtp_1 (9.4%)
ys_seq_elements = 80
ys_sh_mux_pct = 29.7
top_logic_kind = multiplexers
ys_warn_count = 1
synth_cell_types = 16
synth-simple-area-share_pct = 1.91
yosysSeqAreaShare_pct = 65.9
syn_inst = 151
synth.avg_cell_area_um2 = 22.5
ys_sh_aoi_pct = 0
yosysTopAreaCell = edfxtp_1
ys_cells = 151
fa_ha_area_share_pct = 0
ys_sh_xor_pct = 0

[critical_path]
worstPathMaxFanout = 16
start_kind = input pin
cp_top_family = buffers and inverters
worstSetupEndpointType = register
cp_cell_sequence = clkdlybuf4s50_1 -> mux4_1 -> mux2_2
critical_path_class = in2reg
critPathMaxStageDelay_ps = 950
timing.critical_path.buf_inv = 1
cp_slowest_cell = clkdlybuf4s50_1
required_ps = 3830
arrival_ps = 2360

[detailed_routing]
via_per_inst = 5.32
ant_nets = 0
drc = 0
via_count = 1632
drt-initial-drc-count = 66
post_drt_wl_per_cell_um = 19.3
dr.pass1.iters = 4
diodes = 0
routed_wl_um = 5920

[cts]
hold_buffers = 0
tritoncts = built
ctsHtreeMaxLevel = 3
cts_sinks = 80
root_buffer = clkbuf_8
cts_buffers = 9
postCtsSetupRepairBufs = 0
post_cts_resized = 0
clock_latency_ps = 340
path_clk_slew_ps = 70
cts.path.max_buffers = 2

[hold_path]
hold_class = reg2reg

[power]
power_frac_comb_pct = 7.9
ir_worst_vdd_v = 0.000278
p_leak_nw = 1.42
cellPowerDensity_nw_per_um2 = 466
p_clk_share_pct = 37.7
p_int_mw = 1.56
p_switching_uw = 353
sw_frac_of_total_pct = 18.5
power_frac_seq_pct = 54.4

[final_layout]
fillers = 619
syn2layout_area_growth_pct = 20.4
finalInstanceArea_um2 = 4100
fin_util_pct = 49.9
drive_gt1_share_pct = 21.8

[floorplanning]
die_height_um = 94.3
core_area_um2 = 8220
die-area_um2 = 8880
die_x_um = 94.3
placement_rows = 33
floorplan.core_util_pct = 41.4
pin_count = 36

[global_route]
grt_pass1_vias = 1724
grtUsageTotal_pct = 15.7
grt_overflow = 0
grt_pass1_wl_um = 8870
antenna_found_initial = 0
grt_start_max_net_pins = 17

[placed_design]
gp_congestion = 0.715
placedInstanceArea_um2 = 3870
post-place-ws_ps = 1080
io_buffers = 35
dp_hpwl_um = 3780

[job]
warnings = 25
drv_cap = 0

==> logic make-up after synthesis <==
family | after synthesis
flops | 80
mux | 48
simple gates | 13
buf+inv | 10
==> worst min-delay path, cell delays in order, from the launching register on <==
cell and delay (ps):
edfxtp_1 330, mux4_1 210, mux2_2 130
==> metrics by stage <==
step / total power [mW] / instances
floorplan: 1.14 / 151
global placement: 1.21 / 291
detailed placement: 1.21 / 291
CTS: 1.93 / 307
global route: 1.98 / 307
finish: 1.91 / 307
==> metal layers <==
layer	routed length, µm	vias up	share of wire, %	track usage (%)
met4	70	0	1.2	2.05
met2	3340	68	56	26.9
met1	1900	806	32	16.9
li1	-	752	-	-
met5	0	-	0	0
met3	604	6	10	9.79
==> power groups by stage <==
stage	clock (mW)	sequential [mW]	combinational (mW)
global route	0.775	1.04	0.165
CTS	0.733	1.04	0.153
finish	0.720	1.04	0.150
==> state kept, by name (all words and copies together) (netlist names) <==
signal and count:
out1 8, out2 8, k 64
==> cells in the final DEF (no fill, tap or decap) <==
cell / count
clkbuf_1: 2
nand2_1: 1
mux2_2: 16
edfxtp_1: 64
clkbuf_8: 11
buf_4: 10
nor3_1: 2
mux4_2: 3
clkdlybuf4s50_1: 35
nand2b_1: 2
clkinv_2: 1
nor2_1: 6
nand3b_1: 1
or3b_2: 1
mux4_1: 29
dfxtp_1: 16
bufinv_16: 2
==> cells in the mapped netlist <==
| library cell | n |
|---|---|
| buf_6 | 2 |
| nor2_1 | 6 |
| clkbuf_1 | 2 |
| mux2_2 | 16 |
| buf_2 | 2 |
| buf_12 | 2 |
| buf_1 | 2 |
| dfxtp_1 | 16 |
| or3b_2 | 1 |
| mux4_1 | 29 |
| nor3_1 | 2 |
| nand2_1 | 1 |
| edfxtp_1 | 64 |
| mux4_2 | 3 |
| nand3b_1 | 1 |
| nand2b_1 | 2 |
==> cell type report <==
class	count	area, µm²	share of cell area, %
timing repair buffer	45	425	10.4
sequential	80	2240	54.7
tap	105	131	3.21
clock buffer	13	159	3.88
multi-input combinational	61	1070	26.2
clock inverter	3	65.1	1.59
==> worst paths after layout <==
kind / from / to / slack, ps / cells past startpoint
setup reg to reg: k[3][7] / out1[7] / 2290 / 2
hold / removal: k[7][4] / out1[4] / 700 / 2
hold reg to reg: k[7][4] / out1[4] / 700 / 2
setup / recovery: read_port_1[2] / out1[7] / 1470 / 3
Power is estimated from default activity; no workload was simulated.
