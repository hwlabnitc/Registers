--- run.sh ---
#!/bin/bash
# OpenROAD 26Q1-2900-gdf79404cd8, Yosys 0.63+post, stock flow scripts
make -C /OpenROAD-flow-scripts/flow DESIGN_CONFIG=/design/flow/config.mk WORK_HOME=/design/flow/orfs finish
--- config.mk ---
export PLATFORM = sky130hd
export DESIGN_NAME = reg_file
export DESIGN_NICKNAME = reg_file
export VERILOG_FILES = /design/flow/design.v
export SDC_FILE = /design/flow/constraint.sdc
export NUM_CORES = 4
export LEC_CHECK = 1
export CORE_UTILIZATION = 30
--- constraint.sdc ---
current_design reg_file

set clk_period 5.7
set clk_io_pct 0.2

create_clock -name clk0 -period $clk_period [get_ports {clk}]

set non_clock_inputs [all_inputs -no_clocks]
set_input_delay [expr $clk_period * $clk_io_pct] -clock clk0 $non_clock_inputs
set_output_delay [expr $clk_period * $clk_io_pct] -clock clk0 [all_outputs]
--- design.v ---
module reg_file(input clk, rst, input [1:0] rw1w2, input [2:0] write_add_1, input [2:0]
write_add_2, input [2:0] read_add, input [7:0] write_data_1, input [7:0] write_data_2, output
reg [7:0] read_data);
 parameter WIDTH=8;
 reg [WIDTH-1:0] block[WIDTH-1:0];
 always@(posedge clk) begin
 if(rst==0) begin
 read_data <= 0;
 end
 else if(rw1w2 == 0) begin  
 read_data <= block[read_add];
 end
 else if(rw1w2 == 1) begin  
 block[write_add_1] <= write_data_1;
 end
 else if(rw1w2 == 2) begin  
 block[write_add_2] <= write_data_2;
 end
 else begin
 if (write_add_1 == write_add_2) block[write_add_1] <= write_data_1;
 else begin
 block[write_add_1] <= write_data_1;
 block[write_add_2] <= write_data_2;
 end
 end
 end
 endmodule
==> ci_impl_report.md <==
## Implementation flow summary

| Metric | Value |
|---|---|
| Setup crit start kind | `primary input` |
| RR Startpoint | `block[7][3]` |
| Seq/Total Area, Yosys | `between 50 and 60%` |
| Slew HR | `57.96%` |
| Post-synthesis cell area | `0.003578 mm²` |
| Die ar. | `0.01237 mm²` |
| Max frequency | `310.7 MHz` |
| Status | `completed` |
| Initial Util | `31.07%` |
| Seq pwr share | `a little under half` |
| Final setup vio count | `0` |
| Clk network pwr share | `42.2%` |
| Post-DP HPWL | `about 5800 µm` |
| # hold bufs at CTS | `0` |
| Via count | `2150` |
| Pleak | `1.458 nW` |
| 1st-iter DRT viols | `113` |
| Reg2Reg Depth | `3` |
| TritonCTS clock tree | `yes` |
| Antenna violations before repair | `0` |
| IO Pins | `37` |
| Via density | `5.181` |
| Filler cells | `1061` |
| Netlist cell types | `22` |
| Sw frac | `21.40%` |
| Pwr Density | `about 290 mW/mm²` |
| Crit. End Element | `flop` |
| Tool warnings | `25` |
| CTS sink count | `just over 70` |
| Root Driver | `clkbuf_16` |
| GRT Total Usage | `15.53%` |
| MaxCap Viol Count | `0` |
| Mapped Avg Cell Area | `16.34 µm²` |
| TNS Setup | `0 ns` |
| Num rows | `39` |
| Pins Over Slew Limit | `0` |
| Number of global-route vias before repair | `2270` |
| Clk slew on worst S/H paths | `0.06 ns` |
| Mapped Cells | `219` |
| Max Root-Sink Buffers | `2` |
| Final wirelength | `8596 µm` |
| Synth flops | `72` |
| Setup CP Type | `primary input to flop` |
| Internal | `0.001003 W` |
| Critical path peak fanout | `9` |
| Fin Clk Skew | `0.004537 ns` |
| Hold Crit Start | `read_data[3]` |
| Comb pwr share | `a little over a tenth` |
| Routability cong. | `0.8425` |
| GR Overflow Total | `0` |
| Psw | `0.0002731 W` |
| Yosys Chip Area | `around 0.0036 mm²` |
| Critical Path RT | `5.73 ns` |
| Core area | `between 0.01 and 0.015 mm²` |
| Diode count | `0` |
| Hold Path Class | `flop to flop` |
| Die Span Y | `111.2 µm` |
| Tmin final | `3.219 ns` |
| Count of input and output buffers | `36` |
| First-pass GRT wire length | `13410 µm` |
| Post-route antenna net violation count | `0` |
| DRC violations left | `0` |
| Latency at later pin | `roughly 0.33 ns` |
| Least-Margin Pin Slew | `0.6282 ns` |
| CP arrival | `3.25 ns` |
| RSZ-0062 raised after global routing | `no` |
| Maximum VDD drop | `about 0.13 mV` |
| Buffers inserted during post-CTS setup optimization | `0` |
| Dpl ws | `2.132 ns` |
| Final worst slack | `2.481 ns` |
| H-tree depth | `3` |
| Crit path from | `write_add_2[0]` |
| WL per Instance | `20.71 µm` |
| Die X-Extent | `111.2 µm` |
| Ys cells | `between 200 and 250` |
| Total Power | `0.001276 W` |
| Share of layout cells above drive strength 1 | `41.54%` |
| Resize count post-CTS | `0` |
| Largest net degree at the start of global routing | `17` |
| Period utilization | `56.47%` |
| Final Hold Vio Count | `0` |
| CTS Buf Count | `9` |
| Worst hold path cell count | `2` |
| Ys Warns | `1` |
| Layout area overhead | `24.20%` |
| Router iterations before antenna repair | `20` |
[worst max-delay path: stages]
cell             delay (ns)
clkdlybuf4s50_1        0.68
xnor2_1                0.18
a41oi_2                0.40
nand2_2                0.30
o21ai_0                0.28
buf_4                  0.27
[cells in the final DEF, fill, tap and decap left out]
master / Yosys / routed
nand3b_1: 1 / 1
dfxtp_1: 8 / 8
mux4_2: 16 / 16
and3b_1: 1 / 1
clkinvlp_4: 0 / 2
clkdlybuf4s50_1: 0 / 36
clkbuf_16: 0 / 9
edfxtp_1: 64 / 64
o22ai_1: 8 / 8
clkinv_4: 0 / 1
nor3b_1: 1 / 1
mux2_2: 64 / 64
xnor2_1: 3 / 3
bufinv_16: 0 / 1
nand2_1: 4 / 4
a41oi_2: 2 / 2
clkinv_1: 0 / 2
or3_1: 1 / 1
nand2b_1: 3 / 3
nand2_2: 6 / 6
nand4_4: 2 / 2
buf_4: 0 / 10
nor2_1: 10 / 10
o31ai_1: 2 / 2
o21ai_0: 14 / 14
nand3_1: 1 / 1
[layer usage]
metal  GRT usage [%]  vias up  wire length [µm]
met5               0        -                 0
met4           2.072        0               111
met3           6.076        9               755
met2           24.38       83              4154
met1           21.92     1072              3575
li1                -      986                 -
[sequential cells by signal, summed over array words and instances (netlist names)]
signal     count
read_data      8
block         64
[final cells by class]
type                    instances  area, µm²  area share (%)
well taps                     143      178.9           4.026
repair buffers                 46      435.4           9.797
multi-input cells             139       1461           32.88
clock buffers                   9      225.2           5.068
clock inverters                 6      61.31           1.380
flip-flops and latches         72       2082           46.85
[synth_stat cells, drive strengths merged]
cell type,n,area (µm²)
o31ai,2,15.01
edfxtp,64,1922
buf,3,15.01
nand3,1,5.000
o22ai,8,50.05
nand2,10,52.55
a41oi,2,32.53
nand4,2,42.54
and3b,1,8.760
nand3b,1,7.510
nand2b,3,18.77
mux4,16,360.4
mux2,64,720.7
dfxtp,8,160.2
clkbuf,5,20.01
or3,1,6.260
o21ai,14,70.07
xnor2,3,26.28
nor3b,1,7.510
nor2,10,37.54
[worst paths after layout]
kind,to,slack (ns)
worst max register to register,read_data[3],4.37
worst min-delay path,read_data[3],0.51
worst max-delay path,block[3][1],2.48
worst min register to register,read_data[3],0.51
[cells by family after synthesis]
kind of cell	count (synthesis)	synth area share, %
mux	80	30.21
flops	72	58.18
simple gates	30	5.210
compound gates	26	4.685
buf+inv	8	0.9786
xor+xnor	3	0.7344
[power by group through the flow]
stage / registers [W] / clock network, W / logic (W)
after CTS: 0.000606 / 0.000553 / 0.000134
after global routing: 0.000608 / 0.000572 / 0.000143
final: 0.000606 / 0.000538 / 0.000132
[stage by stage]
stage	utilization (%)	cells	hold WS, ns	instance area [µm²]
6_report	38.59	415	0.5137	4444
4_1_cts	38.59	415	0.5145	4444
3_5_place_dp	36.10	400	0.5013	4158
3_3_place_gp	36.10	400	0.5003	4158
2_1_floorplan	-	219	0.4544	3578
5_1_grt	38.59	415	0.5572	4444
Power is estimated from default activity; no workload was simulated.
