[/design/flow/run.sh]
#!/bin/bash
# OpenROAD 26Q1-2900-gdf79404cd8, Yosys 0.63+post, stock flow scripts
make -C /OpenROAD-flow-scripts/flow DESIGN_CONFIG=/design/flow/config.mk WORK_HOME=/design/flow/orfs finish
[/design/flow/config.mk]
export PLATFORM = sky130hd
export DESIGN_NAME = regfile3
export DESIGN_NICKNAME = regfile3
export VERILOG_FILES = /design/flow/design.v
export SDC_FILE = /design/flow/constraint.sdc
export NUM_CORES = 4
export LEC_CHECK = 1
export CORE_UTILIZATION = 30
[/design/flow/constraint.sdc]
current_design regfile3

set clk_period 241.2
set clk_io_pct 0.2

create_clock -name clk0 -period $clk_period [get_ports {clk}]

set non_clock_inputs [all_inputs -no_clocks]
set_input_delay [expr $clk_period * $clk_io_pct] -clock clk0 $non_clock_inputs
set_output_delay [expr $clk_period * $clk_io_pct] -clock clk0 [all_outputs]
[/design/flow/design.v]
module regfile3(clk,read,write,read_port_1,read_port_2,read_port_3,read_port_4,write_port_1,write_port_2,in1,in2,out);
input clk;
input [3:0] read;
input [1:0] write;
input [4:0] read_port_1,read_port_2,read_port_3,read_port_4,write_port_1,write_port_2;
input [63:0] in1,in2;
output reg [63:0] out;
reg [63:0] k [31:0];
always @(posedge clk)
begin
	if(read[0]==1)
	begin
		out<=k[read_port_1];
	end
	else if(read[1]==1)
	begin
		out<=k[read_port_2];
	end
	else if(read[2]==1)
	begin
		out<=k[read_port_3];
	end
	else if(read[3]==1)
	begin
		out<=k[read_port_4];
	end
	else if(write[0]==1)
	begin
		k[write_port_1]<=in1;
		out<='bx;
	end
	else if(write[1]==1)
	begin
		k[write_port_2]<=in2;
		out<='bx;
	end
end
endmodule
==> flow_metrics.rpt <==
FLOW METRICS REPORT
----------------------------------------------------
[Outcome]
  Status ........................ complete, no violations

[Finish]
  Share of the core filled with cells ........................ between 30% and 40%
  Share of final-layout standard cells stronger than drive strength 1 ........................ under 10%
  Non-Filler Instances ........................ ~9500
  Relative area change from synthesis to final layout ........................ 15.39%

[Power and ir drop]
  Maximum VDD drop ........................ 8.601 µV
  Internal power of the cells ........................ ~0.6 mW
  Sw Ratio ........................ 23.67%
  Reg power frac ........................ between 50% and 60%
  PwrDens ........................ slightly above 8 mW/mm²
  Standby leakage power ........................ roughly 30 nW
  Total Power Consumption ........................ around 0.77 mW
  Power spent charging and discharging nets ........................ 0.1826 mW
  Combinational power share ........................ between 8 and 9%
  Clock network power share ........................ between 30% and 40%

[Critical path]
  Peak per-stage delay on the critical path ........................ 0.72 ns
  Slowest cell on the critical path ........................ buf_4
  Critical-path cell list ........................ clkdlybuf4s50_1, or4_1, nand2_4, buf_4, buf_4, buf_4, buf_4, buf_4, buf_4, a32oi_1, a22oi_1, nand4_1
  Maximum fanout encountered on the critical timing path ........................ between 70 and 80
  Required time at the endpoint of the critical path ........................ between 200 and 250 ns
  Category of the worst setup path launch point ........................ input port
  Cell mode on critical path ........................ buf_4
  Startpoint-to-endpoint class of the critical path ........................ in2reg
  Category of the worst setup path capture point ........................ flop
  Worst Path Arrival ........................ 54.26 ns

[Routing]
  Final routed wire length divided by cell count ........................ between 20 and 25 µm
  Overall via count from detail_route ........................ approximately 49000
  Drt first pass iters ........................ 7
  Remaining design rule violation count ........................ 0
  Drt total wl ........................ ~230000 µm
  DRC violation total after the first TritonRoute iteration ........................ about 3500
  Per-cell via count in the routed design ........................ ~5
  Post-DRT Antenna Nets ........................ 0

[Yosys]
  Top non-seq family ........................ simple AND/OR/NAND/NOR gates
  Most common cell in the synthesized netlist ........................ edfxtp_1
  Warnings from Yosys ........................ 1
  Average size of a mapped cell ........................ 14.52 µm²
  Flip-flop cell with the highest count after synthesis ........................ edfxtp_1
  Post-synth regs ........................ about 2100
  Simple-gate share of the synthesized area ........................ under 10%
  Post-Syn Instances ........................ between 5000 and 6000
  Flip-flops with a built-in enable ........................ about 2100
  Ranking of synthesized cells by instance count ........................ edfxtp_1, nand2_1, a21oi_1
  Share of the synthesized area in the top cell type ........................ between 70 and 80%
  Share of flip-flops with an asynchronous set or reset after synthesis ........................ 0%
  Yosys stat area ........................ 0.08162 mm²
  Area share of fa/ha/maj cells after synthesis ........................ 0%
  Post-synthesis instance area ........................ 0.08162 mm²
  AND-OR/OR-AND Cells, Area Fraction ........................ a little under 9%
  Number of cells in the yosys synthesis report ........................ between 5000 and 6000
  XOR/XNOR share of the synthesized area ........................ 0%
  Largest area contributor in the synthesized netlist ........................ edfxtp_1
  Proportion of synthesized chip area in sequential cells ........................ between 70% and 80%
  Mux share of post-synthesis cell area ........................ 1.735%
  Main area contributors after synthesis ........................ edfxtp_1, nand2_1, a21oi_1
  Number of distinct library cell variants in the gate-level netlist after synthesis ........................ about 48

[GRT]
  Overflow left after global routing ........................ 0
  Total routing resource utilization after global routing ........................ about 18%
  Antenna violations before repair ........................ 9
  Global-route wire length before repair ........................ between 300000 and 400000 µm
  Maximum number of pins on one net before global-route repair ........................ around 130
  Number of global-route vias before repair ........................ 50210

[Placed design]
  Weighted congestion at the end of routability-driven global placement ........................ ~0.86
  Cell Count Post-Placement ........................ ~9000
  Sum of net half-perimeters after detailed placement ........................ ~130000 µm
  Buffers on Ports ........................ around 230

[Clocking]
  Number of post-CTS setup repair buffers ........................ 0
  Cts-stage hold buffer count ........................ 0
  H-tree Lvls ........................ 4
  Insertion Delay late pin ........................ approximately 0.85 ns
  CTS tree ........................ built
  Clock slew at reported path FFs ........................ around 0.060 ns
  Post-cts repair resize count ........................ 0
  Number of clock sinks ........................ 2112
  Clk buf depth ........................ 3
  Root cell of the clock tree ........................ clkbuf_16
  Num CTS Buffers ........................ approximately 200

[Timing]
  Total count of max-transition violations in the final report ........................ 0
  Period utilization ........................ 22.27%
  FMAX ........................ ~0.019 GHz
  Total Neg Setup Slack ........................ 0 ns
  Actual slew at the worst max-slew pin ........................ 1.055 ns
  Post-Route Skew ........................ 0.05676 ns
  Max-slew headroom ........................ a little under 30%
  Final Setup Violations ........................ 0
  Final Hold Viols ........................ 0
  Minimum clock period after layout ........................ about 54 ns
  RSZ-0062 raised after global routing ........................ no

[Worst hold path]
  Min-Delay Path Class ........................ reg2reg

[Die]
  Area enclosed by the die boundary ........................ approximately 0.27 mm²
  Core box area ........................ 0.2708 mm²
  Die Y ........................ approximately 520 µm
  Count of standard-cell rows ........................ around 190
  # IOs ........................ 229
  Die x size ........................ 523.6 µm
  FP Util ........................ a little under a third

[Run]
  OpenROAD warnings ........................ 35
  Number of max-cap violations ........................ 0

----------------------------------------------------
==> cell usage in the layout (no fill, tap or decap), drive strengths merged, types with 8 or more instances in the layout <==
| master | n |
|---|---|
| a21oi | 518 |
| a221oi | 64 |
| a22oi | 191 |
| a32oi | 256 |
| buf | 136 |
| bufinv | 8 |
| clkbuf | 241 |
| clkdlybuf4s50 | 228 |
| clkinv | 102 |
| edfxtp | 2112 |
| mux2 | 65 |
| mux2i | 68 |
| nand2 | 1422 |
| nand3 | 256 |
| nand4 | 127 |
| nor2 | 39 |
| o21ai | 67 |
==> worst paths after layout <==
path / cells after the start / slack [ns] / start / endpoint
setup / recovery: 12 / 187.49 / read[0] / out[8]$_DFFE_PP_
hold / removal: 4 / 0.68 / k[8][9]$_DFFE_PP_ / out[9]$_DFFE_PP_
hold reg to reg: 4 / 0.68 / k[8][9]$_DFFE_PP_ / out[9]$_DFFE_PP_
setup reg to reg: 4 / 239.20 / k[15][56]$_DFFE_PP_ / out[56]$_DFFE_PP_
==> state kept, by name, indices dropped and copies added (netlist names) <==
signal  flops
k        2048
out        64
==> power groups by stage <==
stage	registers, mW	clock network [mW]	logic (mW)
final	0.412	0.293	0.0665
after global routing	0.412	0.312	0.0728
after CTS	0.412	0.298	0.0671
==> kinds of logic after synthesis <==
family	count (synthesis)
flip-flops	2112
buffers and inverters	390
AND/OR/NAND/NOR	1877
multiplexers	133
AND-OR/OR-AND	1108
==> critical path, delay by kind of cell <==
family	cells	cell delay, ns
AND/OR/NAND/NOR	3	0.95
buffers and inverters	7	4.26
AND-OR/OR-AND	2	0.56
==> cell type report <==
type | instances | area (µm²)
fill | 25030 | 176600
clock buffer | 241 | 5095
tap | 3570 | 4467
multi-input combinational | 3118 | 16870
antenna | 2 | 5.005
inverter | 3 | 11.26
timing repair buffer | 364 | 3366
sequential | 2112 | 63420
clock inverter | 115 | 959.7
==> stage by stage <==
step	setup slack (ns)	instance area [µm²]	hold slack [ns]
finish	187.49	94190	0.6809
global placement	186.76	88130	0.6659
global route	187.09	94190	0.7377
CTS	187.59	94190	0.6813
detailed placement	186.69	88130	0.6705
floorplan	188.23	81620	0.6379
==> layer usage <==
metal  GRT usage, %  wire (µm)
met5         0.5717        213
met4          5.705       8933
met3          12.53      35520
met2          26.85     106600
met1          19.85      77630
Power and IR drop assume default switching activity.
